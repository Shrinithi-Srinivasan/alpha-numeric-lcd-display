==> flow/design.v <==
module lcd_display(
    input wire clk,
    input wire reset,
    output reg [7:0] data,
    output reg rs,
    output reg rw,
    output reg en
);
    reg [6:0] state;
    reg [7:0] alphanumeric [0:61];
    reg [6:0] index;
    initial begin
        alphanumeric[0]  = 8'h41;  
        alphanumeric[1]  = 8'h42;  
        alphanumeric[2]  = 8'h43;  
        alphanumeric[3]  = 8'h44;  
        alphanumeric[4]  = 8'h45;  
        alphanumeric[5]  = 8'h46;  
        alphanumeric[6]  = 8'h47;  
        alphanumeric[7]  = 8'h48;  
        alphanumeric[8]  = 8'h49;  
        alphanumeric[9]  = 8'h4A;  
        alphanumeric[10] = 8'h4B;  
        alphanumeric[11] = 8'h4C;  
        alphanumeric[12] = 8'h4D;  
        alphanumeric[13] = 8'h4E;  
        alphanumeric[14] = 8'h4F;  
        alphanumeric[15] = 8'h50;  
        alphanumeric[16] = 8'h51;  
        alphanumeric[17] = 8'h52;  
        alphanumeric[18] = 8'h53;  
        alphanumeric[19] = 8'h54;  
        alphanumeric[20] = 8'h55;  
        alphanumeric[21] = 8'h56;  
        alphanumeric[22] = 8'h57;  
        alphanumeric[23] = 8'h58;  
        alphanumeric[24] = 8'h59;  
        alphanumeric[25] = 8'h5A;  
        alphanumeric[26] = 8'h61;  
        alphanumeric[27] = 8'h62;  
        alphanumeric[28] = 8'h63;  
        alphanumeric[29] = 8'h64;  
        alphanumeric[30] = 8'h65;  
        alphanumeric[31] = 8'h66;  
        alphanumeric[32] = 8'h67;  
        alphanumeric[33] = 8'h68;  
        alphanumeric[34] = 8'h69;  
        alphanumeric[35] = 8'h6A;  
        alphanumeric[36] = 8'h6B;  
        alphanumeric[37] = 8'h6C;  
        alphanumeric[38] = 8'h6D;  
        alphanumeric[39] = 8'h6E;  
        alphanumeric[40] = 8'h6F;  
        alphanumeric[41] = 8'h70;  
        alphanumeric[42] = 8'h71;  
        alphanumeric[43] = 8'h72;  
        alphanumeric[44] = 8'h73;  
        alphanumeric[45] = 8'h74;  
        alphanumeric[46] = 8'h75;  
        alphanumeric[47] = 8'h76;  
        alphanumeric[48] = 8'h77;  
        alphanumeric[49] = 8'h78;  
        alphanumeric[50] = 8'h79;  
        alphanumeric[51] = 8'h7A;  
        alphanumeric[52] = 8'h30;  
        alphanumeric[53] = 8'h31;  
        alphanumeric[54] = 8'h32;  
        alphanumeric[55] = 8'h33;  
        alphanumeric[56] = 8'h34;  
        alphanumeric[57] = 8'h35;  
        alphanumeric[58] = 8'h36;  
        alphanumeric[59] = 8'h37;  
        alphanumeric[60] = 8'h38;  
        alphanumeric[61] = 8'h39;  
    end
    always @(posedge clk or posedge reset) begin
        if (reset) begin
            state <= 0;
            index <= 0;
            rs <= 0;
            rw <= 0;
            en <= 0;
        end
        else begin
            case (state)
                0: begin
                    rs <= 0;
                    rw <= 0;
                    en <= 1;
                    data <= 8'h38;  
                    state <= 1;
                end
                1: begin
                    en <= 0;
                    state <= 2;
                end
                2: begin
                    rs <= 0;
                    rw <= 0;
                    en <= 1;
                    data <= 8'h0C;  
                    state <= 3;
                end
                3: begin
                    en <= 0;
                    state <= 4;
                end
                4: begin
                    rs <= 0;
                    rw <= 0;
                    en <= 1;
                    data <= 8'h01;  
                    state <= 5;
                end
                5: begin
                    en <= 0;
                    state <= 6;
                end
                6: begin
                    rs <= 1;
                    rw <= 0;
                    en <= 1;
                    data <= alphanumeric[index];
                    index <= index + 1;
                    state <= 7;
                end
                7: begin
                    en <= 0;
                    if (index == 62) state <= 8;
                    else state <= 6;
                end
                8: begin
                    en <= 0; 
                end
            endcase
        end
    end
endmodule
==> flow/run.sh <==
#!/bin/bash
# OpenROAD 26Q1-2900-gdf79404cd8, Yosys 0.63+post, stock flow scripts
make -C /OpenROAD-flow-scripts/flow DESIGN_CONFIG=/design/flow/config.mk WORK_HOME=/design/flow/orfs finish
==> flow/config.mk <==
export PLATFORM = sky130hd
export DESIGN_NAME = lcd_display
export DESIGN_NICKNAME = lcd_display
export VERILOG_FILES = /design/flow/design.v
export SDC_FILE = /design/flow/constraint.sdc
export NUM_CORES = 4
export LEC_CHECK = 1
export CORE_AREA = 10 10 104 104
export DIE_AREA = 0 0 114 114
==> flow/constraint.sdc <==
current_design lcd_display

set clk_period 3.3
set clk_io_pct 0.2

create_clock -name clk0 -period $clk_period [get_ports {clk}]

set non_clock_inputs [all_inputs -no_clocks]
set_input_delay [expr $clk_period * $clk_io_pct] -clock clk0 $non_clock_inputs
set_output_delay [expr $clk_period * $clk_io_pct] -clock clk0 [all_outputs]
==> deck_impl_summary.md <==
Implementation Results

Final layout
  • Final core utilization: 0.170
  • P&R area growth vs syn: 15.8%
  • # fillers: 970
  • Most instantiated logic cell after routing: dfrtp_1
  • Share of cells above drive strength 1: 0.0776
  • Multi-input logic area: 514 um2
  • Most frequent cells in the layout: dfrtp_1 (17), clkdlybuf4s50_1 (10), nor2_1 (8)
  • Sequential Area: 662 um2

Detailed routing
  • Avg WL per Cell: 9.63 um
  • Initial detailed-routing violation count: 9
  • Antenna diodes: 0
  • Final WL: 2.16 mm
  • Detailed-route DRC error count: 0
  • Via density per instance: 3.53
  • Post-route ant nets: 0
  • Via count: 791
  • 1st-pass router iterations: 3

Floorplan
  • Die area: 13,000 um2
  • I/O Pins: 13
  • Core area: 8680 um2
  • Die Wd: 114 um
  • Cell Rows: 34
  • Die height: 114 um
  • Pre-Place Util: 0.147

Timing
  • Worst-Margin Slew: 696 ps
  • Fin. Hold Viols: 0
  • Final WS setup: 1490 ps
  • Setup_tns: 0 ps
  • Final Critical Period: 1810 ps
  • Rel. slew slack: 0.536
  • Max Clk Rate: 0.553 GHz
  • Tcrit/Tclk final: 0.548
  • Final setup fails: 0
  • Worst Skew: 4.21 ps
  • Max-slew violations: 0
  • RSZ-0062 raised after global routing: no

Synthesis
  • Syn Inst Count: 110
  • Area share of fa/ha/maj cells after synthesis: 0.0590
  • Netlist cell types: 43
  • Ys flops: 25
  • Post-Syn Area: 1270 um2
  • Dominant combinational family: AND-OR/OR-AND gates
  • Yosys Instances: 110
  • Yosys chip area: 1270 um2
  • Complex Gates by Area: 0.153
  • YS warnings: 1
  • Seq share, synth: 0.520
  • Yosys xor share: 0.0482
  • Mean Syn Cell Area: 11.6 um2
  • Basic Gates by Area: 0.118
  • MUX area fraction: 0.0167

Setup path
  • CP required: 3320 ps
  • CP startpoint kind: flip-flop
  • Critical-path maximum fanout: 21
  • Kind of critical path: reg -> reg
  • FF-to-FF setup slack: 1490 ps
  • Critical Path Sink Type: flip-flop
  • Crit path DAT: 1830 ps

Clocking
  • Cts bufs inserted: 3
  • CTS resizes: 0
  • Reg clk slew, reported paths: 90 ps
  • CTS tree: yes
  • Clock root buffer: clkbuf_8
  • Post-CTS Setup Bufs: 0
  • Insertion Delay late pin: 270 ps
  • Max Root-Sink Buffers: 2
  • CTS HTree Levels: 1
  • Hold buffer count at cts: 0
  • # clock sinks: 25

Place
  • Pre-CTS setup slack: 1250 ps
  • Post-DP HPWL: 1.53 mm
  • Port-buffer cells: 10
  • GPL Wtd Cong: 0.754

GRT
  • Grt ovf: 0
  • Largest net degree at the start of global routing: 22
  • Vias in the first global route: 838
  • Initial antenna violation count: 0
  • GRT Overall Usage: 0.0324
  • First-pass GRT wire length: 3.65 mm

Power
  • Power density cells: 824 nW/um2
  • Maximum vdd drop: 0.000164 V
  • Combinational power share: 0.369
  • Net load switching power: 444 uW
  • Reg power frac: 0.481
  • Sw Ratio: 0.366
  • Clock Power Share: 0.150
  • Internal: 770 uW
  • Leakage Power: 0.574 nW
  • Total Power: 1.21 mW

Status
  • Status: complete, no violations

Run
  • Tool Warnings: 29
  • Maxcap violations: 0

Min path
  • Hold Crit Class: reg -> reg
[layer usage]
layer | vias up | GRT usage | routed length, um
met5 | - | 0 | 0
met4 | 0 | 0.00334 | 0
met2 | 8 | 0.0550 | 979
met1 | 386 | 0.0390 | 1040
met3 | 0 | 0.0133 | 135
li1 | 397 | - | -
[synthesized netlist by cell type (all sizes together)]
library cell / number / area [um2]
a211o: 2 / 17.5
a211oi: 1 / 7.51
a21o: 3 / 22.5
a21oi: 7 / 35.0
a311o: 1 / 10.0
a31o: 2 / 17.5
a31oi: 1 / 6.26
a41o: 1 / 10.0
and2: 1 / 6.26
and3: 1 / 6.26
and3b: 1 / 8.76
and4b: 1 / 10.0
buf: 10 / 88.8
conb: 1 / 3.75
dfrtp: 17 / 425
dfstp: 1 / 26.3
edfxtp: 7 / 210
ha: 6 / 75.1
inv: 4 / 15.0
mux2: 1 / 11.3
mux2i: 1 / 10.0
nand2: 4 / 15.0
nand2b: 1 / 6.26
nand3: 2 / 10.0
nand4: 2 / 12.5
nor2: 8 / 30.0
nor2b: 2 / 12.5
nor3: 2 / 10.0
nor3b: 1 / 7.51
o2111ai: 1 / 8.76
o211ai: 2 / 20.0
o21a: 1 / 7.51
o21ai: 3 / 15.0
o221ai: 2 / 17.5
or2b: 1 / 7.51
or4: 1 / 7.51
xnor2: 4 / 35.0
xor2: 3 / 26.3
[metrics by stage]
step	std cells	cell area [um2]	hold WS, ps
3_5_place_dp	220	1430	359
4_1_cts	224	1470	379
6_report	224	1470	379
5_1_grt	224	1470	386
3_3_place_gp	220	1430	360
2_1_floorplan	112	1280	346
[flip-flops by register name (all words and copies together), names as in the netlist]
register,cells
en,1
rs,1
index,7
state,9
data,7
[cells by family after synthesis]
kind of cell	after synthesis
flops	25
mux	2
xor+xnor	7
other cells	1
compound gates	27
fa+ha+maj	6
simple gates	28
buf+inv	14
[power groups by stage]
stage / clock network, mW / logic, mW / registers, mW
6_report: 0.182 / 0.449 / 0.584
4_1_cts: 0.187 / 0.455 / 0.584
5_1_grt: 0.200 / 0.512 / 0.603
[layout make-up]
cell class                      instances  share of cell area
Multi-Input combinational cell         73               0.349
Timing Repair Buffer                   10              0.0679
Inverter                                4              0.0102
Sequential cell                        25               0.449
Clock inverter                          1             0.00424
Tap cell                              108              0.0917
Clock buffer                            3              0.0280
[worst paths after layout]
path                       startpoint  endpoint  cells past startpoint
min reg2reg                  state[5]  state[3]                      0
max in group asynchronous       reset  index[1]                      2
min in group asynchronous       reset        rs                      2
max reg2reg                  index[2]   data[3]                      4
min                          state[5]  state[3]                      0
max                          index[2]   data[3]                      4
[critical path, stage by stage (launching register included)]
cell,delay [ps]
dfrtp_1,740
o211ai_1,240
o2111ai_1,170
o21ai_1,90
a311o_1,330
No activity file was given, so power comes from the tool's default toggle rates.
